## /design/flow/run.sh

```bash
#!/bin/bash
# OpenROAD 26Q1-2900-gdf79404cd8, Yosys 0.63+post, stock flow scripts
make -C /OpenROAD-flow-scripts/flow DESIGN_CONFIG=/design/flow/config.mk WORK_HOME=/design/flow/orfs finish
```

## /design/flow/constraint.sdc

```tcl
current_design clk2Hz

set clk_period 5.7
set clk_io_pct 0.2

create_clock -name clk0 -period $clk_period [get_ports {clk5M}]

set non_clock_inputs [all_inputs -no_clocks]
set_input_delay [expr $clk_period * $clk_io_pct] -clock clk0 $non_clock_inputs
set_output_delay [expr $clk_period * $clk_io_pct] -clock clk0 [all_outputs]
```

## /design/flow/config.mk

```make
export PLATFORM = sky130hd
export DESIGN_NAME = clk2Hz
export DESIGN_NICKNAME = clk2Hz
export VERILOG_FILES = /design/flow/design.v
export SDC_FILE = /design/flow/constraint.sdc
export NUM_CORES = 4
export LEC_CHECK = 1
export CORE_AREA = 10 10 113 113
export DIE_AREA = 0 0 123 123
```

## /design/flow/design.v

```verilog
`timescale 1ns / 1ps
module clk2Hz(
    input clk5M,
    input enable,
    input [3:0] JA,
    input reset,
    output reg Q
    );
    wire clkout, stable;
    integer count;
    always @ (posedge clk5M) 
    begin
    if (reset | JA[3])
    begin
    Q = 0;
    count = 0;
    end
    else
    begin
    count = count + 1;
            if (count >= 2500000) 
            count = 0;
        if (count >= 1250000) 
        Q <= enable;
        else
        Q <= 0;
            end
                   end
endmodule
```

==> results.cfg <==
; physical design summary
[place]
dp_hpwl_um = 3813
gp_congestion = 0.8762
portBuffers = 4
preCtsSetupSlack_ns = 2.212
place_area_um2 = 2446

[synth]
synth-edff-count = 0
synthDistinctLibCells = 53
ys_cells = 296
yosysWarnings = 1
ys_ff = 33
yosys_area_um2 = 2376
async_flop_share = 0
synth_area_per_cell_um2 = 8.027
synthCells = 296
yosysSeqAreaShare = 0.2780
ff_type = dfxtp_1
syn-cell-area_um2 = 2376

[routing]
antennaDiodeCount = 0
via_count = 2078
finalWirelength_um = 5497
drc = 0
firstDrtPassIters = 4
detail-route-antenna-nets = 0
viasPerCell = 4.995
wl_per_cell_um = 13.21
drtIter0Drc = 220

[cells_and_area]
final_util = 0.2499
finalInstanceArea_um2 = 2580
lay_top_count = dfxtp_1
lay_top_cells = dfxtp_1, nor3_1, nand2_1
drive_above_1_share = 0.07500
area_growth_syn_to_layout_pct = 8.583

[floorplanning]
fp-utilization = 0.2302
io_pins = 8
die_x_um = 123
die_area_um2 = 15130
num_rows = 37
die_h_um = 123
coreArea_um2 = 10320

[final_timing]
clock.fmax_mhz = 283.5
clock_skew_ns = 0.008747
final_max_slew_viol_count = 0
setup_viol = 0
whs_ns = 0.5673
fin_setup_tns_ns = 0
rsz0062_at_grt = false
finalHoldViolations = 0
tightestPinTransition_ns = 0.8384
setup_slack_ns = 2.173
timing.final.crit_period_ns = 3.528
min_period_over_period = 0.6189
slew_headroom = 0.4393

[critical_path]
end_kind = flip-flop
critPathKind = flip-flop to flip-flop
crit_arrival_ns = 3.68
path_max_fanout = 16
worst_setup_path_start_kind = flip-flop
required_ns = 5.85

[clock_tree]
cts-htree-levels = 2
cts_tree = built
clk_latency_ns = 0.29
postCtsResizedCells = 0
cts_setup_buffers = 0
clockRootBuffer = clkbuf_8
numCtsBuffers = 5
ctsHoldBuffers = 0
cts.sinks = 33
path_clk_slew_ns = 0.08
max-clock-path-buffers = 2

[grt]
grt_overflow = 0
grt_antenna_before_repair = 0
grt_pass1_wl_um = 9487
gr-usage-met3 = 0.01388
grt_max_degree = 27
grt_pass1_vias = 1886
grt_use_met1 = 0.1139
grtUsageTotal = 0.07498
grt_busiest_layer = met1
use_met2 = 0.1135

[pwr]
ir_drop_v = 0.00009635
p_leak_nw = 0.7215
power_density_nw_per_um2 = 195.8

[run]
max-cap-violations = 0
warnings = 28

[worst_hold_path]
hp-class = flip-flop to flip-flop

[outcome]
status = completed
-- registers in the layout (all words and copies together) (netlist names) --
signal / cells
Q: 1
count: 32
-- routing by layer --
| layer | vias up | wire length, um |
|---|---|---|
| li1 | 1057 | - |
| met1 | 984 | 2758 |
| met2 | 32 | 2476 |
| met3 | 5 | 220 |
| met4 | 0 | 40 |
| met5 | - | 0 |
-- worst paths after layout --
path / from / end / slack (ns) / depth (start not counted)
worst max-delay path: count[0]$_SDFF_PP0_ / count[17]$_SDFF_PP0_ / 2.17 / 9
worst min-delay path: count[25]$_SDFF_PP0_ / count[25]$_SDFF_PP0_ / 0.57 / 2
worst max register to register: count[0]$_SDFF_PP0_ / count[17]$_SDFF_PP0_ / 2.17 / 9
worst min register to register: count[25]$_SDFF_PP0_ / count[25]$_SDFF_PP0_ / 0.57 / 2
-- stage by stage --
stage                     power, mW  std cells
final                        0.5051        416
after CTS                    0.5102        416
after detailed placement     0.2462        408
after global routing         0.5266        416
after global placement       0.2461        408
after floorplan              0.2423        296
-- report_power, final --
group | switching [mW] | total [mW] | internal (mW)
sequential | 0.00143 | 0.233 | 0.231
combinational | 0.00516 | 0.00822 | 0.00306
clock | 0.0906 | 0.264 | 0.174
total | 0.0972 | 0.505 | 0.408
-- synthesized netlist by cell type (all sizes together) (2+ instances only) --
cell type  instances  area share
nor2              16       0.025
a31oi              2      0.0053
and3b              2      0.0074
nor4              23       0.068
xor2              16       0.059
a22o               2      0.0074
nand3b             2       0.012
inv                3      0.0047
nand3             16       0.036
nor2b              2      0.0053
clkbuf             9       0.015
o211ai             4       0.013
dfxtp             33        0.28
buf               21       0.053
nand4             12       0.044
o21ai              6       0.013
mux2i              3       0.013
and4               5       0.018
nand2             22       0.035
xnor2             17       0.063
and3               6       0.016
nor4b              4       0.015
and2               7       0.018
a21oi             10       0.023
o32ai              2      0.0074
and4b              2      0.0084
o21a               2      0.0063
nor3              29       0.061
a211oi             2      0.0063
nand2b             2      0.0053
-- cell type report --
type                       count  area (um2)
sequential                    33       660.6
tap                          136       170.2
inverter                       3       11.26
multi-input combinational    230        1549
timing repair buffer           6       55.05
fill                        1090        7744
clock buffer                   5       68.82
clock inverter                 3       65.06
-- critical path, cell delays in order, from the launching register on --
cell and delay, ns:
dfxtp_1 0.48, ha_1 0.32, and3_1 0.43, nand4_4 0.22, nor3_1 0.41, mux2i_1 0.13
a22o_1 0.25, a31oi_2 0.71, buf_4 0.35, nor4_1 0.08
-- cells by family (layout without fill, tap and decap cells) --
| kind of cell | count (synthesis) | after routing | synth area share |
|---|---|---|---|
| compound gates | 40 | 40 | 0.1253 |
| xor+xnor | 33 | 33 | 0.1216 |
| flops | 33 | 33 | 0.2780 |
| buf+inv | 33 | 17 | 0.07267 |
| simple gates | 153 | 153 | 0.3844 |
| mux | 3 | 3 | 0.01264 |
| fa+ha+maj | 1 | 1 | 0.005265 |
Power and IR drop assume default switching activity.
