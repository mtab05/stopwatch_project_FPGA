## ./design.v

```verilog
`timescale 1ns / 1ps
module up_down_count_4bit_behavioural(
input [3:0] pmod_value,
input pmod_signal,
input enable,
input stop_rollover,
input clkin,
input modesel,
input threshhold_calc,
input reset,
input [3:0] top_num,
input [3:0] JA,
output reg thresh,
output reg [3:0] sec_num
);
 always @(posedge clkin) 
    begin
    if (reset)sec_num <= 0;
    if (enable == 0)
    if (pmod_signal == 1)
    if (JA [3])
    begin 
        if(pmod_value <= top_num)
        sec_num <= pmod_value;  
    end
if(~modesel)
begin
            if (stop_rollover & threshhold_calc) 
            begin
                if(sec_num == 0)
                begin
                sec_num<=top_num;
                thresh<=0;
                end
                else if (sec_num == 1)
                begin
                sec_num <= sec_num-1;
                thresh<=1;
                end
                else
                begin
                sec_num <= sec_num-1;
                thresh <= 0;
                end
            end       
end 
else 
begin
        if(threshhold_calc)
        begin
            if (sec_num == top_num)
            begin
            sec_num <= 0;
            thresh <=0;
            end 
            else if (sec_num == top_num-1)
            begin
            sec_num <= sec_num + 1;
            thresh <= 1;
            end
            else
            begin
            sec_num <= sec_num + 1;
            thresh <= 0;
            end
        end  
end 
end  
endmodule
```

## ./run.sh

```bash
#!/bin/bash
# OpenROAD 26Q1-2900-gdf79404cd8, Yosys 0.63+post, stock flow scripts
make -C /OpenROAD-flow-scripts/flow DESIGN_CONFIG=/design/flow/config.mk WORK_HOME=/design/flow/orfs finish
```

## ./config.mk

```make
export PLATFORM = sky130hd
export DESIGN_NAME = up_down_count_4bit_behavioural
export DESIGN_NICKNAME = up_down_count_4bit_behavioural
export VERILOG_FILES = /design/flow/design.v
export SDC_FILE = /design/flow/constraint.sdc
export NUM_CORES = 4
export LEC_CHECK = 1
export CORE_AREA = 10 10 74 74
export DIE_AREA = 0 0 84 84
```

## ./constraint.sdc

```tcl
current_design up_down_count_4bit_behavioural

set clk_period 2.9
set clk_io_pct 0.2

create_clock -name clk0 -period $clk_period [get_ports {clkin}]

set non_clock_inputs [all_inputs -no_clocks]
set_input_delay [expr $clk_period * $clk_io_pct] -clock clk0 $non_clock_inputs
set_output_delay [expr $clk_period * $clk_io_pct] -clock clk0 [all_outputs]
```

==> impl_metrics.json <==
{
  "synthCells": 86,
  "synth.ff_latch_count": 5,
  "clkSinkCount": 5,
  "seqPwrFrac_pct": 27.6,
  "die_height_um": 84,
  "timing.fmax_mhz": 431,
  "setup_tns_ns": 0,
  "clk_pin_slew_ns": 0.03,
  "period_needed_ns": 2.32,
  "ff2ff_setup_slack_ns": 1.24,
  "cts_tree": "built",
  "grt_overflow_total": 0,
  "clk_path_buf_depth": 2,
  "viasPerCell": 4.19,
  "drt-pass1-iter-count": 4,
  "drv_cap": 0,
  "drtIter0Drc": 43,
  "grt_pass1_wl_um": 3350,
  "max_slew.worst_pin.slew_ns": 0.490,
  "hold_violations": 0,
  "area_leaders": "ha_1, dfxtp_1, xnor2_1",
  "fin_worst_skew_ns": 0.00145,
  "cts-htree-levels": 1,
  "whs_path_depth": 2,
  "drive_above_1_share_pct": 8.41,
  "timing.final.crit_share_pct": 80.0,
  "worstPathRequired_ns": 3.04,
  "holdWs_ns": 0.752,
  "placed_cell_area_um2": 947,
  "tool_warnings": 30,
  "top_area_cell": "ha_1",
  "netSwitchingFraction_pct": 33.6,
  "worstReg2RegStart": "sec_num[0]$_DFF_P_",
  "worstSetupPathType": "input pin to flop",
  "clkLatencyLatePin_ns": 0.22,
  "cpMaxStageDelayCell": "clkdlybuf4s50_1",
  "p_sw_mw": 0.146,
  "yosysCellCount": 86,
  "relSlewSlack_pct": 67.3,
  "fp_util_pct": 17.9,
  "power_frac_comb_pct": 43.3,
  "ys_area_um2": 712,
  "antenna_found_initial": 0,
  "synthesis.area_um2": 712,
  "io-pin-count": 24,
  "holdPathEnd": "sec_num[2]$_DFF_P_",
  "path_max_fanout": 5,
  "wirelength_um": 1860,
  "cp_cell_sequence": "clkdlybuf4s50_1 > inv_1 > ha_1 > nor2b_1 > o2111ai_1 > nand3_2 > mux2i_1 > a211oi_2",
  "leakage_nw": 0.392,
  "maxSlewViolCount": 0,
  "antenna_cells": 0,
  "grt_pass1_vias": 719,
  "crit_path_end_kind": "flop",
  "wl_per_cell_um": 11.8,
  "finalWorstSetupSlack_ns": 0.581,
  "chip_area_um2": 7060,
  "cts-root-buf": "clkbuf_8",
  "num_vias": 658,
  "area_growth_pct": 39.4,
  "hold_buffers": 0,
  "die_width_um": 84,
  "grt_use_total_pct": 5.41,
  "status": "completed",
  "rows": 23,
  "rsz0062_at_grt": "false",
  "grt_max_degree": 13,
  "core_area_um2": 3970,
  "r2r_cells": 7,
  "ys_seq_share_pct": 15.5,
  "cp.arrival_ns": 2.46,
  "p_per_area_nw_per_um2": 438,
  "syn_area_per_cell_um2": 8.28,
  "irDropWorstVdd_v": 0.000208,
  "reg2reg_to": "sec_num[3]$_DFF_P_",
  "worst_path_largest_cell_delay_ns": 0.53,
  "place_ws_ns": 0.350,
  "min_path_type": "flop to flop",
  "worstHoldStart": "sec_num[2]$_DFF_P_",
  "setup_viol": 0,
  "ys_types": 35,
  "io_buffers": 20,
  "postCtsResizedCells": 0,
  "routabilityCongestion": 0.817,
  "internal_power_mw": 0.288,
  "clkPwrFrac_pct": 29.2,
  "antenna_left": 0,
  "design_area_um2": 992,
  "top_cell_area_share_pct": 14.1,
  "ys_warn_count": 1,
  "drcViolationCount": 0,
  "cts_setup_buffers": 0,
  "dpl.hpwl_um": 1560,
  "critPathLaunchType": "input pin",
  "cts_buffers": 3,
  "final_core_util_pct": 25.0
}
[power by group through the flow]
stage	Combinational, mW	Clock [mW]	Sequential (mW)
after global routing	0.216	0.137	0.125
final	0.188	0.127	0.120
after CTS	0.191	0.130	0.120
[cell usage in the layout (no fill, tap or decap), types with 3 or more instances in the layout]
cell type / n
a21oi_1: 9
inv_1: 8
mux2i_1: 4
nand2_1: 4
clkbuf_8: 3
nor2_1: 9
clkdlybuf4s50_1: 20
dfxtp_1: 4
xnor2_1: 6
ha_1: 8
nor2b_1: 3
[per-stage QoR]
stage                     total power [mW]  std cells
after floorplan                      0.247         86
after global placement               0.310        153
after detailed placement             0.311        153
after CTS                            0.441        157
after global routing                 0.478        157
final                                0.434        157
[registers in the layout, summed over array words and instances (netlist names)]
| name | count |
|---|---|
| thresh | 1 |
| sec_num | 4 |
[how the worst max path moves through the flow]
stage,cells after the start,end,start
4_1_cts,8,sec_num[1]$_DFF_P_,top_num[1]
6_report,8,sec_num[3]$_DFF_P_,top_num[1]
5_1_grt,8,sec_num[0]$_DFF_P_,top_num[1]
[kinds of logic (layout without fill, tap and decap cells)]
| group | Yosys count | count (layout) | synth area share (%) |
|---|---|---|---|
| flops | 5 | 5 | 15.5 |
| simple gates | 29 | 29 | 26.2 |
| mux | 4 | 4 | 5.62 |
| xor+xnor | 9 | 9 | 12.1 |
| compound gates | 20 | 20 | 18.5 |
| fa+ha+maj | 8 | 8 | 14.1 |
| buf+inv | 11 | 32 | 8.08 |
[per-layer routing]
metal  part of all wire [%]  global-route usage (%)  vias up
li1                       -                       -      350
met1                     51                    6.98      289
met2                     42                    8.92       17
met3                    4.9                    1.48        2
met4                    1.5                   0.761        0
met5                      0                       0        -
[worst max-delay path, delay by kind of cell]
family | cells | cell delay [ns]
simple gates | 2 | 0.34
mux | 1 | 0.18
fa+ha+maj | 1 | 0.30
compound gates | 2 | 0.42
buf+inv | 2 | 0.63
[cells in the mapped netlist]
master,n
a21oi_1,9
o21bai_1,1
nand3_2,1
nor4b_1,1
nor2b_1,3
or3b_1,1
xnor2_2,1
o21ai_0,1
a41o_1,1
o211ai_1,1
edfxtp_1,1
xnor2_1,6
nand2b_1,1
o31ai_1,2
nor3_2,1
nand4b_1,2
o21ai_1,1
dfxtp_1,4
o2111ai_1,1
nand4_1,1
xor2_1,2
nand3b_1,1
inv_1,8
nand2_1,4
nor4b_2,1
nor3_1,1
nor2_1,9
buf_2,1
nor3b_4,1
mux2i_1,4
nand3_1,1
ha_1,8
buf_6,2
a211oi_2,1
a211oi_1,2
[cell type report]
class | count | area [um^2]
inverter | 8 | 30.0
multi-input combinational | 70 | 544
tap | 50 | 62.6
timing repair buffer | 20 | 200
fill | 440 | 2980
clock buffer | 4 | 45.0
sequential | 5 | 110
Power figures rest on the tool's default switching activity, not on a simulated workload.
