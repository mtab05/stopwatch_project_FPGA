--- /design/flow/run.sh ---
#!/bin/bash
# OpenROAD 26Q1-2900-gdf79404cd8, Yosys 0.63+post, stock flow scripts
make -C /OpenROAD-flow-scripts/flow DESIGN_CONFIG=/design/flow/config.mk WORK_HOME=/design/flow/orfs finish
--- /design/flow/constraint.sdc ---
current_design PmodENC_OG

set clk_period 3.0
set clk_io_pct 0.2

create_clock -name clk0 -period $clk_period [get_ports {clk}]

set non_clock_inputs [all_inputs -no_clocks]
set_input_delay [expr $clk_period * $clk_io_pct] -clock clk0 $non_clock_inputs
set_output_delay [expr $clk_period * $clk_io_pct] -clock clk0 [all_outputs]
--- /design/flow/design.v ---
`timescale 1ns / 1ps
module Debouncer(
    clk,
    Ain,
    Bin,
    Aout,
    Bout
    );
    input clk;
    input Ain;
    input Bin;
    output Aout;
    output Bout;
     reg Aout =0;
     reg Bout =0;
	 reg [6:0] sclk = 0;
	 reg sampledA = 0;
	 reg sampledB = 0;
	 always @(posedge clk) begin
			sampledA <= Ain;
			sampledB <= Bin;
			if(sclk == 7'b1100100) begin
					if(sampledA == Ain) begin
							Aout <= Ain;
					end
					if(sampledB == Bin) begin
							Bout <= Bin;
					end
					sclk <= 7'b0000000;
			end
			else begin
					sclk <= sclk + 7'b0000001;
			end
	 end
endmodule
`timescale 1ns / 1ps
module Encoder(
    clk,
    A,
    B,
    SWT,
    reset,
    EncOut,
    LED
    );
	input clk;
    input A;
    input B;
    input SWT;
    input reset;
    output reg [3:0] EncOut;
    output reg [1:0] LED;
    reg [31:0] curState = "idle";
	reg [31:0] nextState;
	 always@(posedge clk)
	 begin
				 if (SWT == 1)
				 begin
				 if (reset) begin
                                  curState <= "idle";
                                  EncOut <= 4'b0000;
                 end
				 else       begin                    
				 if(curState != nextState) begin
						if(curState == "add") begin
								if(EncOut < 4'b1001) begin
									EncOut <= EncOut + 1'b1;
								end
								else begin
									EncOut <= 4'b0000;
								end
						end
						else if(curState == "sub") begin
								if(EncOut > 4'b0000) begin
									EncOut <= EncOut - 1'b1;
								end
								else begin
									EncOut <= 4'b1001;
								end
						end
						else begin
								EncOut <= EncOut;
						end
				 end
				 else begin
						EncOut <= EncOut;
				 end
            curState <= nextState;
                            end
	 end
	 end
	 always@(curState or A or B)
	 begin
				 case (curState)
					  "idle" : begin
							 LED <= 2'b00;
							 if (B == 1'b0) begin
								 nextState <= "R1";
							 end
							 else if (A == 1'b0) begin
								 nextState <= "L1";
							 end
							 else begin
								 nextState <= "idle";
							 end
					  end
					  "R1" : begin
							 LED <= 2'b01;
							 if (B == 1'b1) begin
								 nextState <= "idle";
							 end
							 else if (A == 1'b0) begin
								 nextState <= "R2";
							 end
							 else begin
								 nextState <= "R1";
							 end
					  end
					  "R2" : begin
							 LED <= 2'b01;
							 if (A == 1'b1) begin
								 nextState <= "R1";
							 end
							 else if (B == 1'b1) begin
								 nextState <= "R3";
							 end
							 else begin
								 nextState <= "R2";
							 end
					  end
					  "R3" : begin
							 LED <= 2'b01;
							 if (B == 1'b0) begin
								 nextState <= "R2";
							 end
							 else if (A == 1'b1) begin
								 nextState <= "add";
							 end
							 else begin
								 nextState <= "R3";
							 end
					  end
					  "R3" : begin
							 LED <= 2'b01;
							 if (B == 1'b0) begin
								 nextState <= "R2";
							 end
							 else if (A == 1'b1) begin
								 nextState <= "add";
							 end
							 else begin
								 nextState <= "R3";
							 end
					  end
					  "add" : begin
							 LED <= 2'b01;
							 nextState <= "idle";
					  end
					  "L1" : begin
							 LED <= 2'b10;
							 if (A == 1'b1) begin
								 nextState <= "idle";
							 end
							 else if (B == 1'b0) begin
								 nextState <= "L2";
							 end
							 else begin
								 nextState <= "L1";
							 end
					  end
					  "L2" : begin
							 LED <= 2'b10;
							 if (B == 1'b1) begin
								 nextState <= "L1";
							 end
							 else if (A == 1'b1) begin
								 nextState <= "L3";
							 end
							 else begin
								 nextState <= "L2";
							 end
					  end
					  "L3" : begin
							 LED <= 2'b10;
							 if (A == 1'b0) begin
								 nextState <= "L2";
							 end
							 else if (B == 1'b1) begin
								 nextState <= "sub";
							 end
							 else begin
								 nextState <= "L3";
							 end
					  end
					  "sub" : begin
							 LED <= 2'b10;
							 nextState <= "idle";
					  end
					  default : begin
							 LED <= 2'b11;
							 nextState <= "idle";
					  end
				 endcase
	 end
endmodule
`timescale 1ns / 1ps
module PmodENC_OG(
    clk,
    JA,
    reset,
    EncO
    );
    input clk;
    input [3:0] JA;
    input reset;
    output [3:0] EncO;
	 wire clk;
	 wire [3:0] EncO;
	 wire [3:0] encout;
 	 Debouncer OG_Debouncer (
				  .clk(clk),
				  .Ain(JA[0]),
				  .Bin(JA[1]),
				  .Aout(AO),
				  .Bout(BO)
	 );
 	 Encoder  OG_Encoder (
				  .clk(clk),
				  .A(AO),
				  .B(BO),
				  .SWT(JA[3]),
				  .reset(reset),
				  .EncOut(encout),
				  .LED(Led)
	 );
	 assign EncO = encout;
endmodule
--- /design/flow/config.mk ---
export PLATFORM = sky130hd
export DESIGN_NAME = PmodENC_OG
export DESIGN_NICKNAME = PmodENC_OG
export VERILOG_FILES = /design/flow/design.v
export SDC_FILE = /design/flow/constraint.sdc
export NUM_CORES = 4
export LEC_CHECK = 1
export CORE_UTILIZATION = 30
==> out/metrics.cfg <==
[cells_and_area]
flop_area_um2=721
logic_area_um2=866
fillers=537
final_util_pct=35.6
syn2layout_area_growth_pct=11.9
layout-drive-gt1-share_pct=8.28

[worst_hold_path]
hp-class=flop to flop

[grt]
met1_usage_pct=18.1
grt_usage_pct=11.8
grt_pass1_vias=1151
grt_overflow=0
grt_max_degree=17
grt.busiest_layer=met2
use_met3_pct=2.55
grt_use_met2_pct=18.6
antenna_found_initial=0
grt_first_pass_wirelength_um=5500

[clock_network]
clock.latency.late_pin_ps=270
cts_hold_buf=0
path_clk_slew_ps=100
numCtsBuffers=3
cts.repair.resized=0
cts_max_level=1
cts_setup_buffers=0
cts_num_sinks=27
cts_tree=built
cts-root-buf=clkbuf_8
cts_buffer_depth=2

[detailed_routing]
drt_wl_total_um=3200
ant_nets=0
num_vias=1270
wl_per_cell_um=13.4
first_pass_iters=4
drc_errors=0
drt-initial-drc-count=97
vias_per_cell=5.31
n_antenna_cell=0

[sta]
period_used_pct=74.6
worst_slew_pin_slew_ps=699
hold_viol=0
fmax_mhz=447
timing.setup.tns_ps=0
maxSlewViolCount=0
fin_skew_ps=2.43
holdWs_ps=475
grt_setup_unrepaired=no
period_minus_slack_ps=2240
slew-limit-headroom_pct=52.8
setup_viol=0

[die]
die_x_um=76.3
core_um2=5200
initCoreUtil_pct=31.8
pin_count=10
die-area_um2=5810
die_y_um=76.3
rows=26

[logic_synthesis]
synth_stat.cells=162
ys_seq_elements=27
ys.flop_type=edfxtp_1
ys_seq_share_pct=43.6
edf_count=18
synth_cells=162
synthesis.area_um2=1650
yosys_warnings=6
syn_avg_cell_area_um2=10.2
synthArstFlopShare_pct=0
synth_cell_type_count=53
ys_area_um2=1650

[setup_path]
path_max_fanout=11
cp.required_ps=3030
worstPathArrival_ps=2260
start_kind=flop
slowest_stage=or4b_1
critPathKind=flop to flop
rrSetupSlack_ps=760
cp-end-kind=flop
crit_path_max_incr_delay_ps=590
path_cells=or4b_1 > nor3_2 > o21ai_2 > or3_1

[power]
vdd_drop_max_mv=0.268
p_leak_uw=0.000602
power.density_nw_per_um2=377

[run_status]
status=finished clean

[placed_design]
port_buffers=8
gp_congestion=0.865
dp_hpwl_um=2300

[flow_run]
openroad.warnings=28
maxCapViolCount=0

## through the flow
stage,instance area (µm²),worst slack [ps],cells,power [µW]
floorplan,1650,1020,162,466
global placement,1800,789,235,493
detailed placement,1800,803,235,493
CTS,1850,787,239,708
global route,1850,694,239,728
finish,1850,763,239,698
## worst paths after layout
kind / to / depth (start not counted) / start
max reg2reg: OG_Encoder.curState[11]$_SDFFCE_PP1P_ / 4 / OG_Encoder.curState[1]$_SDFFCE_PP0P_
min reg2reg: OG_Debouncer.sclk[0]$_SDFF_PP0_ / 1 / OG_Debouncer.sclk[0]$_SDFF_PP0_
min: OG_Debouncer.sclk[0]$_SDFF_PP0_ / 1 / OG_Debouncer.sclk[0]$_SDFF_PP0_
max: OG_Encoder.curState[11]$_SDFFCE_PP1P_ / 4 / OG_Encoder.curState[1]$_SDFFCE_PP0P_
## registers in the layout, indices dropped and copies added, names as in the netlist
| name | flops |
|---|---|
| OG_Debouncer.sclk | 7 |
| OG_Encoder.curState | 12 |
| OG_Debouncer.Bout | 1 |
| OG_Encoder.EncOut | 4 |
| OG_Debouncer.sampledA | 1 |
| OG_Debouncer.sampledB | 1 |
| OG_Debouncer.Aout | 1 |
## critical path, delay by kind of cell (launching register included)
kind,cells,cell delay (ps)
DFF,1,570
AOI/OAI and AO/OA,1,130
and+or+nand+nor,3,1300
## cell type report
cell class	instances	share of cell area, %
sequential	27	38.9
multi-input combinational	119	46.8
tap	70	4.73
clock buffer	3	2.23
inverter	9	1.83
clock inverter	1	0.338
timing repair buffer	10	5.14
## cells in the final DEF, fill, tap and decap left out, types with 3 or more instances in the layout
cell	synthesis	layout
a21oi_1	8	8
and3_1	4	4
clkbuf_8	0	3
clkdlybuf4s50_1	0	8
dfxtp_1	9	9
edfxtp_1	18	18
ha_1	4	4
inv_1	9	9
nand2_1	8	8
nand2b_1	3	3
nand3_1	5	5
nor2_1	11	11
nor2b_1	4	4
nor3_1	4	4
nor3b_1	4	4
nor4_1	5	5
nor4b_1	3	3
nor4bb_1	4	4
o21ai_0	4	4
xor2_1	5	5
## synthesized netlist by cell type (5+ instances only)
library cell,instances,area [µm²]
nand3_1,5,25.0
nand2_1,8,30.0
nor4_1,5,31.3
clkbuf_1,6,22.5
xor2_1,5,43.8
nor2_1,11,41.3
dfxtp_1,9,180
a21oi_1,8,40.0
inv_1,9,33.8
edfxtp_1,18,541
## cells by family after synthesis
kind of cell	synth area share, %
AND/OR/NAND/NOR	28.0
XOR/XNOR	3.71
flip-flops	43.6
AND-OR/OR-AND	16.3
adder cells (fa/ha/maj)	3.03
multiplexers	1.29
buffers and inverters	4.08
## metal layers
| layer | part of all wire (%) | wire, µm |
|---|---|---|
| met5 | 0 | 0 |
| met4 | 0.59 | 19 |
| met3 | 4.5 | 145 |
| met2 | 45 | 1440 |
| met1 | 50 | 1590 |
## report_power, final
group,total (µW),internal (µW),switching (µW),leakage [µW]
clock,214,95.1,119,0.0000260
sequential,425,407,17.2,0.000235
combinational,60.0,28.9,31.1,0.000340
Power and IR drop assume default switching activity.
